==> design.v <==
`timescale 1 ns / 1 ps
module sort (
  input  wire clk,
  input  wire [15:0] in1, in2, in3, in4, in5,
  output reg  [15:0] out1, out2, out3, out4, out5
  );
  reg [15:0] dat1, dat2, dat3, dat4, dat5;
  always @(posedge clk)
  begin
      dat1 <= in1;
      dat2 <= in2;
      dat3 <= in3;
      dat4 <= in4;
      dat5 <= in5;
  end
    integer i, j;
    reg [15:0] temp;
    reg [15:0] array [1:5];
    always @*
    begin
  array[1] = dat1;
  array[2] = dat2;
  array[3] = dat3;
  array[4] = dat4;
  array[5] = dat5;
      for (i = 1; i <= 5; i = i + 1) begin
    if (i%2 != 0) begin
      for (j = 0 ; j < 2; j = j + 1) begin
        if (array[2*j+1] > array[2*j + 2])
              begin
                temp = array[2*j + 1];
                array[2*j + 1] = array[2*j + 2];
                array[2*j + 2] = temp;
      end end
    end
    else if (i%2 ==0) begin
      for (j = 1 ; j <= 2; j = j + 1) begin
        if (array[2*j] > array[2*j + 1])
              begin
                temp = array[2*j];
                array[2*j] = array[2*j + 1];
                array[2*j + 1] = temp;
      end end
    end
      end end
    always @(posedge clk)
    begin
      out1 <= array[1];
      out2 <= array[2];
      out3 <= array[3];
      out4 <= array[4];
      out5 <= array[5];
  end
  endmodule
==> run.sh <==
#!/bin/bash
# OpenROAD 26Q1-2900-gdf79404cd8, Yosys 0.63+post, stock flow scripts
make -C /OpenROAD-flow-scripts/flow DESIGN_CONFIG=/design/flow/config.mk WORK_HOME=/design/flow/orfs finish
==> config.mk <==
export PLATFORM = sky130hd
export DESIGN_NAME = sort
export DESIGN_NICKNAME = sort
export VERILOG_FILES = /design/flow/design.v
export SDC_FILE = /design/flow/constraint.sdc
export NUM_CORES = 4
export LEC_CHECK = 1
export CORE_UTILIZATION = 30
==> constraint.sdc <==
current_design sort

set clk_period 22.1
set clk_io_pct 0.2

create_clock -name clk0 -period $clk_period [get_ports {clk}]

set non_clock_inputs [all_inputs -no_clocks]
set_input_delay [expr $clk_period * $clk_io_pct] -clock clk0 $non_clock_inputs
set_output_delay [expr $clk_period * $clk_io_pct] -clock clk0 [all_outputs]
==> writeup.txt <==
The flow ran to the end, and the final reports show no timing, DRC or antenna violations. The data required time of the worst path came out at 22460 ps. Summing all non-filler instances in the final layout gives an area of 0.0136 sq mm.

The critical path maximum fanout is 59. For the sum of overflow across all layers after global routing, the log shows 0. The core utilization before placement is 0.306, and the proportion of netlist area held by the largest area contributor is 0.294. Across the VDD grid, the largest voltage drop is 0.000155 V. The number of clock sinks came out at 160.

Per the layout report, the design carries 3505 filler cells. Number of port buffers: 160. The tools report the final tally of hold violations as 0. The report lists the number of cells resized after CTS as 0. The routed layout has 9163 vias. For this design, the CTS-stage hold fixing added 0 buffers. Derived from the worst setup path, the maximum achievable clock frequency is 74.4 MHz.

The synthesized design contains 160 register bits. The post-synth count of flops with an enable pin is 0. The total routed wirelength came out at 31.0 mm. Post-synth the commonest register cell is sky130_fd_sc_hd__dfxtp_1. For the final routed database, the setup TNS stands at 0 ps.

The type recorded for the worst min-delay path is flip-flop to flip-flop. The number of warnings reported in the stage logs is 25. The async set-or-reset flop fraction in the synthesized netlist was 0.

Post-place instance area: 0.0130 sq mm. The number of warnings reported in the yosys synthesis log was 2; the via count of the first global-routing pass was 8714. The leakage power total is 6.35 nW, and the number of placement rows is 69. In this run the layout overhead on the synthesized area is reported as 25.0%. The wire-length estimate of the detail-placed layout is 26.2 mm. The run gives 17 as the number of buffers inserted during clock tree synthesis.

The main area contributors are sky130_fd_sc_hd__dfxtp_1 (29%), sky130_fd_sc_hd__ha_1 (18%), sky130_fd_sc_hd__mux2i_1 (11%). The count of unique library cells instantiated by Yosys is 62. The die is 193 microns tall. STA classifies the critical path startpoint as a flip-flop. Clock latency on the worst-skew pair, taken at its later pin, is 440 ps. The time the worst path needs with I/O delays and setup is 13430 ps, and the routed length per instance is 16.4 microns. In this run the count of I/O pins placed on the die edge is 161. After clock tree synthesis, the clock-pin slew on the worst setup and hold paths is 70 ps. Per the STA report, the cell with the highest stage delay on the worst path is sky130_fd_sc_hd__nand2_1. Nets still carrying antenna violations after routing amount to 0.

Looking at the clock tree report, the root buffer type is sky130_fd_sc_hd__clkbuf_16. The run gives 0 for the initial antenna violation count. The total of max-cap violations was 0; the pin count of the biggest net entering global routing was 60. The last weighted congestion value of the routability-driven placer is 0.919, and the utilization after layout is 0.382. TritonCTS built the clock tree.

Yosys stat counts 1270 cells in the synthesized netlist. The capturing element type of the critical path is a flip-flop. The horizontal die dimension reported for this design is 193 microns. The logs give 0.294 for the share of the yosys chip area belonging to registers and 0 for the count of unresolved DRC violations after routing. With the post-synthesis instance area at 0.0109 sq mm, the worst slew slack as a fraction of its limit is 0.449. The run gives 0 for the number of buffers inserted to repair setup after CTS. Yosys reports a chip area of 0.0109 sq mm. In this run the standard cell core region covers 0.0357 sq mm. The via count normalized by instance count was 4.86. The floorplan step defined a die boundary enclosing 0.0371 sq mm. The run gives 8.59 sq um for the average size of a mapped cell. The fraction of final layout cells with drive strength greater than 1 was 0.0822; the maximum level of the CTS H-tree was 4. The first global-routing pass estimated 47.7 mm of wire. The run gives 0 for the number of max-slew violations in the final report. In the log, the iteration count for the first detailed-route pass is 24. With the maximum single-stage delay on the critical path at 600 ps, the number of instances in the synthesized netlist is 1270. The worst setup path is of the flip-flop to flip-flop kind.

The run gives 0 as the final setup violation count. For the pin with the worst max-slew slack, the measured transition is 824 ps. Setup repair after global routing left no endpoint under its margin.

The run gives 0.175 for the overall global routing resource usage. The run gives 13790 ps for the arrival time at the worst endpoint. Detailed-route iteration 0 reported a violation count of 561. Total power normalized to cell area comes to 194 mW/mm^2.

For the maximum count of clock buffers along a single path, the log shows 2. The largest total area in the synthesized netlist belongs to sky130_fd_sc_hd__dfxtp_1. The tools report the antenna diode count as 0. The share of the cycle needed by the critical path after routing works out to 0.608. The tools report the clock tree skew after final layout as 7.63 ps.
==> cell usage in the layout, fill, tap and decap left out, types with 3 or more instances in the layout <==
master and n:
sky130_fd_sc_hd__bufinv_16 4, sky130_fd_sc_hd__inv_6 3, sky130_fd_sc_hd__o21ai_1 15, sky130_fd_sc_hd__mux2_2 40, sky130_fd_sc_hd__dfxtp_1 160, sky130_fd_sc_hd__mux2i_1 116
sky130_fd_sc_hd__nand2_1 113, sky130_fd_sc_hd__o211ai_1 3, sky130_fd_sc_hd__a31oi_4 4, sky130_fd_sc_hd__nand4_1 24, sky130_fd_sc_hd__buf_4 10, sky130_fd_sc_hd__or3_1 3
sky130_fd_sc_hd__nor4_1 4, sky130_fd_sc_hd__and2_1 4, sky130_fd_sc_hd__ha_1 153, sky130_fd_sc_hd__o21a_1 7, sky130_fd_sc_hd__clkbuf_16 17, sky130_fd_sc_hd__nor2_1 93
sky130_fd_sc_hd__clkinv_4 3, sky130_fd_sc_hd__xnor2_1 3, sky130_fd_sc_hd__clkdlybuf4s50_1 160, sky130_fd_sc_hd__a211oi_1 5, sky130_fd_sc_hd__a21o_1 41, sky130_fd_sc_hd__nand3_1 12
sky130_fd_sc_hd__a21oi_1 108, sky130_fd_sc_hd__nor3_1 17, sky130_fd_sc_hd__nand2b_1 11, sky130_fd_sc_hd__o21ai_0 92, sky130_fd_sc_hd__a311o_1 3, sky130_fd_sc_hd__nor2b_1 16
sky130_fd_sc_hd__inv_1 119, sky130_fd_sc_hd__o2111ai_1 3, sky130_fd_sc_hd__inv_8 4, sky130_fd_sc_hd__mux2i_2 13
==> logic make-up (layout without fill, tap and decap cells) <==
family / after synthesis / after routing / share of synthesized area
xor+xnor: 3 / 3 / 0.00241
flops: 160 / 160 / 0.294
fa+ha+maj: 154 / 154 / 0.176
simple gates: 310 / 310 / 0.131
mux: 170 / 170 / 0.166
buf+inv: 168 / 321 / 0.0632
compound gates: 305 / 305 / 0.167
==> cell usage after synthesis (11+ instances only) <==
| master | n |
|---|---|
| sky130_fd_sc_hd__a21o_1 | 41 |
| sky130_fd_sc_hd__a21oi_1 | 109 |
| sky130_fd_sc_hd__clkbuf_1 | 34 |
| sky130_fd_sc_hd__dfxtp_1 | 160 |
| sky130_fd_sc_hd__ha_1 | 153 |
| sky130_fd_sc_hd__inv_1 | 119 |
| sky130_fd_sc_hd__mux2_2 | 40 |
| sky130_fd_sc_hd__mux2i_1 | 116 |
| sky130_fd_sc_hd__mux2i_2 | 13 |
| sky130_fd_sc_hd__nand2_1 | 113 |
| sky130_fd_sc_hd__nand2b_1 | 11 |
| sky130_fd_sc_hd__nand3_1 | 12 |
| sky130_fd_sc_hd__nand4_1 | 24 |
| sky130_fd_sc_hd__nor2_1 | 94 |
| sky130_fd_sc_hd__nor2b_1 | 16 |
| sky130_fd_sc_hd__nor3_1 | 17 |
| sky130_fd_sc_hd__o21ai_0 | 92 |
| sky130_fd_sc_hd__o21ai_1 | 15 |
==> state kept, by name, indices dropped and copies added (netlist names) <==
name  flops
out2     16
out5     16
dat4     16
out3     16
dat5     16
out4     16
dat3     16
dat2     16
out1     16
dat1     16
==> layout make-up <==
class                      instances  area, sq um  share of cell area
clock buffer                      18          439              0.0322
clock inverter                    14          218              0.0160
inverter                         119          447              0.0328
multi-input combinational        942         7070               0.519
sequential                       160         3200               0.235
tap                              461          577              0.0423
timing repair buffer             170         1680               0.123
==> through the flow <==
stage / cells / hold slack [ps] / power [mW] / setup slack [ps]
after floorplan: 1270 / 550 / 1.78 / 10310
after detailed placement: 1852 / 663 / 2.32 / 8790
after CTS: 1884 / 686 / 2.66 / 8740
after global placement: 1852 / 678 / 2.30 / 9010
final: 1884 / 673 / 2.64 / 8670
after global routing: 1884 / 708 / 2.92 / 7450
==> power breakdown <==
group	internal [mW]	total, mW	switching (mW)
registers	0.406	0.435	0.0289
clock network	0.197	0.325	0.129
logic	0.823	1.88	1.06
==> final timing paths <==
kind             from       to  slack, ps  cells past startpoint
max          dat2[15]  out1[7]       8670                     61
min           dat5[8]  out5[8]        670                      2
max reg2reg  dat2[15]  out1[7]       8670                     61
min reg2reg   dat5[8]  out5[8]        670                      2
==> metal layers <==
metal	vias up	global-route usage	part of all wire	routed length (microns)
met3	21	0.0236	0.042	1290
met2	188	0.285	0.46	14200
li1	4761	-	-	-
met5	-	0	0	0
met4	0	0.0203	0.013	405
met1	4193	0.255	0.49	15000
==> critical path: cells and delay by family, from the launching register on <==
| kind | cells | cell delay, ps |
|---|---|---|
| adder cells (fa/ha/maj) | 5 | 1460 |
| buffers and inverters | 11 | 2700 |
| AND-OR/OR-AND | 22 | 4200 |
| AND/OR/NAND/NOR | 19 | 3260 |
| multiplexers | 4 | 1350 |
| flip-flops | 1 | 330 |
Power and IR drop assume default switching activity.
