==> design.v <==
module multiplier #(parameter k = 2)(input[k-1:0]a, input[k-1:0]b, output[2*k-1:0] out);
  reg [2*k-1:0] out;
  assign out = a*b;
endmodule
module adder #(parameter k = 4)(input[k-1:0]a, input[k-1:0]b, output[2*k-1:0] out);
  reg [2*k-1:0] out;
  assign out = a+b;
endmodule
module matrix #(parameter n=2)(input [n*n*8-1:0]a, input [n*n*8-1:0]b, output [n*n*8-1:0]out);
  reg [7:0] matrixA[n-1:0][n-1:0],matrixB[n-1:0][n-1:0]; 
  reg [7:0] x[0:n*n-1];
  reg [7:0] y[0:n*n-1];
  wire [2*8-1:0] tmp[1:0];
  wire [2*8-1:0] mout[0:n-1][0:n-1];
  wire [2*8-1:0] mout_temp[0:n-1][0:n-1];
  genvar i,j,g;
  generate
    for(i=0;i<n*n;i=i+1) begin:gen1
      assign x[i] = a[i*8+7:i*8];
    end
    for(i=0;i<n*n;i=i+1) begin:gen2
      assign y[i] = b[i*8+7:i*8];
    end 
    for(i=0;i<n;i=i+1)begin:gen3
      for(j=0;j<n;j=j+1)begin:gen4
        assign matrixA[i][j] = x[i*n+j];
      end
    end
    for(i=0;i<n;i=i+1)begin:gen5
      for(j=0;j<n;j=j+1)begin:gen6
        assign matrixB[i][j] = y[i*n+j];
      end
    end
    for(i=0;i<n;i=i+1)begin:gen7
      for(j=0;j<n;j=j+1)begin:gen8
        assign mout_temp[i][j] = 8'b 0;
        for(g=0;g<n;g=g+1)begin:gen9
          assign tmp[0] = matrixA[i][g]*matrixB[g][j];
          assign mout_temp[i][j]= tmp[0] + mout[i][j];
          assign mout[i][j] = mout_temp[i][j];
        end
      end
    end
    assign out = mout[0][0];
  endgenerate
endmodule
==> run.sh <==
#!/bin/bash
# OpenROAD 26Q1-2900-gdf79404cd8, Yosys 0.63+post, stock flow scripts
make -C /OpenROAD-flow-scripts/flow DESIGN_CONFIG=/design/flow/config.mk WORK_HOME=/design/flow/orfs finish
==> config.mk <==
export PLATFORM = sky130hd
export DESIGN_NAME = adder
export DESIGN_NICKNAME = adder
export VERILOG_FILES = /design/flow/design.v
export SDC_FILE = /design/flow/constraint.sdc
export NUM_CORES = 4
export LEC_CHECK = 1
export CORE_AREA = 10 10 70 70
export DIE_AREA = 0 0 80 80
==> constraint.sdc <==
current_design adder

set clk_period 1.9
set clk_io_pct 0.2

create_clock -name clk0 -period $clk_period

set non_clock_inputs [all_inputs -no_clocks]
set_input_delay [expr $clk_period * $clk_io_pct] -clock clk0 $non_clock_inputs
set_output_delay [expr $clk_period * $clk_io_pct] -clock clk0 [all_outputs]
==> job_summary.md <==
### Flow metrics

| Metric | Value |
|---|---|
| Run status | completed |
| Final slew viol count | 0 |
| MI comb area | 150.1 sq um |
| Post-route ant nets | 0 |
| Fin crit share | between 90% and 100% |
| Global-route wire length before repair | 717 um |
| Total Wirelength | 465 um |
| Pin count of the biggest net entering global routing | 4 |
| Row cnt | 21 |
| Vias | around 160 |
| Fin crit period | 1.838 ns |
| Post-synth cell types | 11 |
| WS Path Type | in -> out |
| P per Cell Area | 205.6 mW/mm^2 |
| CP startpoint kind | primary input |
| Max Clk Rate | 544.2 MHz |
| Final hold viol count | 0 |
| DRC | 0 |
| Post-synth top area cell | ha_1 |
| Core box area | 0.003416 sq mm |
| Dpl ws | -0.7187 ns |
| Die Size | between 0.006 and 0.007 sq mm |
| Antenna violations before repair | 0 |
| Setup violators final | 0 |
| Port bufs | 13 |
| WL/cell | 5.962 um |
| VDD IR max | 0.02256 mV |
| Crit-path max FO | 2 |
| RSZ-0062 raised after global routing | no |
| Cell area leaders | ha_1, buf_4, fa_1 |
| Core Util at FP | 4.762% |
| Tool warnings | 32 |
| Number of post-CTS setup repair buffers | 0 |
| First-pass DRT Iterations | 1 |
| Cell count after synthesis | 20 |
| Worst Hold Class | in -> out |
| Gr usage total | ~1.3% |
| Grt total ovfl | 0 |
| Sequential area share after synthesis | 0% |
| Hpwl dp | 435.5 um |
| Yosys Chip Area | around 160 sq um |
| Syn avg cell area | 8.133 sq um |
| Diode count | 0 |
| Worst Setup End Kind | output pin |
| Cell total in the yosys stat output | 20 |
| Max-cap violations | 0 |
| Top-area cell share | 30.77% |
| Flop area | 0 sq um |
| Leakage power | 0.1422 nW |
| Synthesis-to-layout area growth | 101.5% |
| Finished Core Util | 9.597% |
| Initial DRC Count | 0 |
| Fraction of layout cells with a size suffix above 1 | 31.25% |
| Yosys warning count | 1 |
| Num ports | 16 |
| Fillers | roughly 400 |
| Critical Path AT | ~1.5 ns |
| Most numerous logic cells after layout | dlygate4sd2_1, buf_2, conb_1, clkdlybuf4s50_1 |
| Fin worst setup slack | 0.06242 ns |
| Critical path required time | around 1.5 ns |
| GPL Wtd Cong | 0.7339 |
| Number of global-route vias before repair | 165 |
| Flip-flops | 0 |
| DIE HEIGHT | 80 um |
| Mapped Area | between 150 and 200 sq um |
| Vias per cell | 2.013 |
| Layout clock buffers | 0 |
| Die W | 80 um |
## worst max-delay path, stage by stage
cell and delay [ns]:
buf_2 0.08, ha_2 0.18, inv_2 0.04, fa_2 0.51, inv_1 0.03, dlygate4sd2_1 0.22
## power breakdown
part | internal, mW | switching [mW]
Sequential | 0 | 0
Clock | 0 | 0
Combinational | 0.0446 | 0.0228
Total | 0.0446 | 0.0228
## routing by layer
metal | wire [um] | up-vias | global-route usage [%]
li1 | - | 81 | -
met1 | 168 | 67 | 1.390
met2 | 222 | 9 | 2.568
met3 | 73 | 0 | 0.5682
met4 | 0 | 0 | 0
met5 | 0 | - | 0
## Yosys cell counts, drive strengths merged
| cell type | n |
|---|---|
| a21o | 1 |
| a21oi | 1 |
| buf | 3 |
| conb | 1 |
| fa | 1 |
| ha | 4 |
| inv | 4 |
| nand2b | 1 |
| nor2b | 1 |
| o21ai | 1 |
| xnor2 | 2 |
## worst paths after layout
path              slack [ns]  startpoint  depth (start not counted)     end
hold / removal          1.35        b[2]                          5  out[4]
setup / recovery        0.06        b[0]                          6  out[1]
## area by class of cell
class / count / share of cell area (%)
multi-input cells: 15 / 45.80
inverters: 4 / 4.580
well taps: 46 / 17.56
repair buffers: 13 / 32.06
## through the flow
stage / area (sq um) / power [mW] / hold slack [ns] / instances / setup TNS [ns]
global placement: 335.3 / 0.07808 / 1.797 / 78 / -2.276
detailed placement: 335.3 / 0.07925 / 1.801 / 78 / -2.332
global route: 327.8 / 0.07759 / 1.414 / 78 / 0
CTS: 326.6 / 0.06963 / 1.358 / 78 / 0
finish: 327.8 / 0.06739 / 1.347 / 78 / 0
floorplan: 170.2 / 0.02979 / 0.8319 / 22 / 0
## cells by family after synthesis
family	after synthesis	synth area share [%]
other	1	2.305
adder cells (fa/ha/maj)	5	43.08
AND/OR/NAND/NOR	2	7.697
buffers and inverters	7	23.07
XOR/XNOR	2	10.77
AND-OR/OR-AND	3	13.08
## repair_timing
| item | 4_1_cts | 5_1_grt |
|---|---|---|
| pin swaps | 7 | 4 |
| setup endpoints to repair | 5 | 1 |
| hold buffers | 0 | 0 |
| gates resized | 25 | 1 |
Power is estimated from default activity; no workload was simulated.
